## /design/flow/config.mk

```make
export PLATFORM = sky130hd
export DESIGN_NAME = toplevel_chip
export DESIGN_NICKNAME = toplevel_chip
export VERILOG_FILES = /design/flow/design.v
export SDC_FILE = /design/flow/constraint.sdc
export NUM_CORES = 4
export LEC_CHECK = 1
export CORE_UTILIZATION = 50
```

## /design/flow/constraint.sdc

```tcl
current_design toplevel_chip

set clk_period 8.3
set clk_io_pct 0.2

create_clock -name clk0 -period $clk_period [get_ports {io_in}]

set non_clock_inputs [all_inputs -no_clocks]
set_input_delay [expr $clk_period * $clk_io_pct] -clock clk0 $non_clock_inputs
set_output_delay [expr $clk_period * $clk_io_pct] -clock clk0 [all_outputs]
```

## /design/flow/design.v

```verilog
`default_nettype none
module random_tetromino (
    input logic clk, reset, new_piece_en,
    output logic [15:0] rand_piece);
    logic [2:0] rand_num;
    logic [3:0] block0, block1, block2, block3;
    assign rand_num = 0;
    always_comb begin
        case (rand_num)
            3'd0: begin
                block0 = 4'b00_00;
                block1 = 4'b01_00;
                block2 = 4'b10_00;
                block3 = 4'b11_00;
            end 
            3'd1: begin
                block0 = 4'b00_00;
                block1 = 4'b01_00;
                block2 = 4'b00_01;
                block3 = 4'b01_01;
            end
            3'd2: begin
                block0 = 4'b00_00;
                block1 = 4'b01_00;
                block2 = 4'b10_00;
                block3 = 4'b01_01;
            end
            3'd3: begin
                block0 = 4'b01_00;
                block1 = 4'b01_01;
                block2 = 4'b01_10;
                block3 = 4'b00_01;
            end
            3'd4: begin
                block0 = 4'b00_00;
                block1 = 4'b00_01;
                block2 = 4'b00_10;
                block3 = 4'b01_10;
            end
            3'd5: begin
                block0 = 4'b01_00;
                block1 = 4'b10_00;
                block2 = 4'b00_01;
                block3 = 4'b01_01;
            end
            3'd6: begin
                block0 = 4'b00_00;
                block1 = 4'b01_00;
                block2 = 4'b01_01;
                block3 = 4'b10_01;
            end
            default: begin
                block0 = 4'b00_00;
                block1 = 4'b00_00;
                block2 = 4'b00_00;
                block3 = 4'b00_00;
            end
        endcase
    end
    always_ff @(posedge clk)
        if (reset) begin 
            rand_piece = 16'd0;
        end
        else if (new_piece_en) 
            rand_piece <= {block0, block1, block2, block3};
        else 
            rand_piece <= rand_piece;
endmodule: random_tetromino
module my_chip (
    input logic [11:0] io_in,  
    output logic [11:0] io_out,  
    input logic clock,
    input logic reset  
);
    logic clk, read_gs, left, right;
    assign {left, right, read_gs} = io_in[3:0];
    assign clk = clock;
    logic [127:0] game_state;
    logic new_piece_en;
    logic [6:0] x; 
    logic [6:0] y;
    logic [15:0] rand_piece;  
    assign rand_piece = {4'b00_00, 4'b00_01, 4'b00_10, 4'b01_10};
    logic [127:0] piece_state, fallen_state;
    always_comb begin
        piece_state = 128'd0;
        piece_state[(x + {5'd0, rand_piece[3:2]}) + ((y + {5'd0, rand_piece[1:0]}) << 3)] = 1'b1;
        piece_state[(x + {5'd0, rand_piece[7:6]}) + ((y + {5'd0, rand_piece[5:4]}) << 3)] = 1'b1;
        piece_state[(x + {5'd0, rand_piece[11:10]}) + ((y + {5'd0, rand_piece[9:8]}) << 3)] = 1'b1;
        piece_state[(x + {5'd0, rand_piece[15:14]}) + ((y + {5'd0, rand_piece[13:12]}) << 3)] = 1'b1;
    end
    always_ff @(posedge clk)
        if (reset) fallen_state <= 128'd0;
        else fallen_state <= fallen_state; 
    always_ff @(posedge clk)
        if (reset) y <= 7'd0;
        else y <= y + 7'd1;
    always_ff @(posedge clk)
        if (reset) x <= 4'd0;
        else if (left) x <= x + 7'd1;
        else if (right)  x <= x - 7'd1;
        else x <= x;
    assign game_state = fallen_state | piece_state; 
    logic [6:0] idx;
    logic [7:0] iout;
    assign iout = game_state >> idx;
    always_ff @(posedge clk)
        if (reset) idx <= 7'd0;
        else if (read_gs) begin
            io_out[8:0] <= iout;
            idx <= idx + 7'd8;
        end
endmodule
`default_nettype none
module toplevel_chip (
    input [13:0] io_in,
    output [13:0] io_out
);
    my_chip mchip (
        .io_in(io_in[11:0]),
        .io_out(io_out[11:0]),
        .clock(io_in[12]),
        .reset(io_in[13])
    );
    assign io_out[13:12] = 2'b00;
endmodule
```

## /design/flow/run.sh

```bash
#!/bin/bash
# OpenROAD 26Q1-2900-gdf79404cd8, Yosys 0.63+post, stock flow scripts
make -C /OpenROAD-flow-scripts/flow DESIGN_CONFIG=/design/flow/config.mk WORK_HOME=/design/flow/orfs finish
```

==> metrics.yaml <==
crit_required_ns: 8.26
dp_hpwl_mm: 21.3
areaGrowthSynthToFinish_pct: 15.8
ctsResizeCount: 0
clkTransAtPathRegs_ns: 0.05
ys_cells: 940
start_kind: "flip-flop"
met2_usage_pct: 69.6
async_flop_share_pct: 0
cts_tree: "done"
fin_ws_ns: 2.06
rsz0062_at_grt: "no"
core_area_mm2: 0.0122
leakagePower_nw: 2.24
gp_routability_congestion: 1.09
grt_max_degree: 76
status: "finished clean"
crit_end: "mchip.io_out[5]"
finalSetupTns_ns: 0
netlist_area_mm2: 0.00638
io_pins: 28
ff_type: "dfxtp_1"
ff2ff_path_depth: 15
finalSetupViolCount: 0
edf_count: 8
wl_mm: 33.3
end_kind: "flip-flop"
fill_cells: 1041
grt_overflow: 0
warnings: 186
final_util_pct: 60.5
drive_above_1_share_pct: 8.96
grtUsageMet3_pct: 32.5
die_y_um: 115
synth_warnings: 4
firstDrtPassIters: 12
rr_endpoint: "mchip.io_out[5]"
ys_seq_share_pct: 8.47
postRouteAntennaNets: 0
hold_buffers: 0
period_needed_ns: 6.24
dp_slack_ns: 2.67
cp.depth: 15
crit_chain: "inv_1 -> nor3_1 -> xor2_1 -> ha_1 -> inv_1 -> fa_1 -> clkinv_1 -> nor3_1 -> nor2_1 -> o21ai_0 -> nand2_1 -> a221o_1 -> o221ai_1 -> o221a_2 -> o211ai_1"
grt_pass1_wl_mm: 49.7
drv_cap: 0
cp_data_arrival_time_ns: 6.20
track_usage_pct: 52.2
wl_per_cell_um: 30.0
grt_busiest_layer: "met2"
tightest_slew_ns: 1.05
period_used_pct: 75.2
slew_violations: 0
die_w_um: 115
worstSkewPairLatency_ns: 0.23
cp-startpoint: "mchip.x[2]"
syn_inst: 940
drc_errors: 0
viasPerCell: 8.21
hold_path_class: "clock port to flip-flop"
r2r_slack_ns: 2.06
path_class: "flip-flop to flip-flop"
fp_util_pct: 52.3
vdd_ir_drop_max_v: 0.000227
post-cts-setup-buffer-count: 0
fmax_ghz: 0.160
ys_area_mm2: 0.00638
vias: 9103
rows: 40
critPathTopFamily: "simple AND/OR/NAND/NOR gates"
grt_pass1_vias: 8594
antenna_found_initial: 1
io_buffers: 8
skew_ns: 0.000574
die_area_mm2: 0.0132
numSynthFlops: 23
slew_headroom_pct: 29.3
drt-initial-drc-count: 1855
power_density_mw_per_mm2: 153
grt_use_met1_pct: 62.0
whs_ns: 0.0786
synth_cell_types: 86
max_stage_delay_ns: 0.94
critical_path_buf_inv_count: 3
avgSynthCellArea_um2: 6.79
r2r-start: "mchip.x[2]"
slowest_stage: "fa_1"
finalHoldViolCount: 0
cp_max_fo: 22
==> power breakdown <==
group,total (mW),switching [mW],leakage [nW],internal [mW]
clock network,0.995,0.281,0.471,0.715
logic,0.0000671,0.0000655,1.54,0
registers,0.135,0,0.226,0.135
total,1.13,0.281,2.24,0.850
==> tightest hold or removal path, cell delays in order <==
cell,delay (ns)
clkbuf_16,0.11
clkbuf_16,0.13
nor2_1,0.04
==> flip-flops by register name (all words and copies together), names as in the netlist <==
signal	flops
mchip.io_out	8
mchip.x	7
mchip.idx	4
mchip.y	4
==> per-layer routing <==
layer	vias to the layer above	wire length, µm
met4	2	2980
li1	3703	-
met3	316	6120
met5	-	30
met1	4124	11200
met2	958	12900
==> how the worst min path moves through the flow <==
stage,cells past startpoint,start,to
CTS,3,io_in[13],mchip.idx[3]
global route,3,io_in[13],mchip.x[0]
finish,3,io_in[13],mchip.idx[3]
==> Yosys cell counts (15+ instances only) <==
library cell | count | share of area [%]
nand3_1 | 35 | 2.7
ha_1 | 20 | 3.9
nor3_1 | 39 | 3.1
o21ai_0 | 79 | 6.2
and2_1 | 17 | 1.7
xnor2_1 | 24 | 3.3
o211ai_1 | 18 | 2.1
nor2_1 | 87 | 5.1
a21oi_1 | 64 | 5.0
a221o_1 | 20 | 3.1
clkbuf_1 | 56 | 3.3
inv_1 | 18 | 1.1
nand2_1 | 91 | 5.4
a221oi_1 | 55 | 7.5
dfxtp_1 | 15 | 4.7
o221ai_1 | 27 | 3.7
a31oi_1 | 16 | 1.6
==> layout make-up <==
cell class	instances	area (µm²)	area share (%)
Timing Repair Buffer	39	313	4.23
Clock inverter	3	13.8	0.186
Sequential cell	23	542	7.33
Tap cell	168	210	2.84
Multi-Input combinational cell	816	5430	73.5
Inverter	21	78.8	1.07
Antenna cell	3	7.51	0.102
Clock buffer	36	795	10.7
==> cells in the final DEF, fill, tap and decap left out, drive strengths merged, types with 8 or more instances in the layout <==
cell type and instances:
xnor2 24, inv 18, ha 20, a31oi 16, o22ai 10, a21o 9
a21oi 64, nor2 88, a211oi 10, a221o 20, o211ai 18, xor2 14
o31ai 11, edfxtp 8, nor4 10, o221ai 27, clkdlybuf4s50 8, o21ai 82
clkbuf 36, buf 31, nand3 35, and2 19, nand4 13, dfxtp 15
nand2 91, a221oi 56, nor3 39, mux2i 9
==> cell families (layout without fill, tap and decap cells) <==
| group | after synthesis | count (layout) | share of synthesized area (%) |
|---|---|---|---|
| AOI/OAI and AO/OA | 394 | 394 | 44.7 |
| xor gates and xnor gates | 45 | 45 | 7.90 |
| adders and majority gates | 24 | 24 | 5.18 |
| buffers and inverters | 106 | 99 | 6.94 |
| DFF | 23 | 23 | 8.47 |
| muxes | 10 | 10 | 1.59 |
| other | 1 | 9 | 0.0588 |
| and+or+nand+nor | 337 | 337 | 25.2 |
==> per-stage QoR <==
step	std cells	power (mW)	cell area (µm²)
2_1_floorplan	945	0.289	6400
3_3_place_gp	1067	0.266	6580
3_5_place_dp	1067	0.266	6580
4_1_cts	1106	1.23	7380
5_1_grt	1106	1.27	7380
6_report	1109	1.13	7390
No activity file was given, so power comes from the tool's default toggle rates.
